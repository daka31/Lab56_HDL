==> /design/flow/design.v <==
module Mux_2to1 
    #(parameter nBit = 32)(
    output [nBit-1:0] out,
    input [nBit-1:0] in0,
    input [nBit-1:0] in1,
    input sel
    );
    assign out = sel ? in1 : in0;
endmodule
==> /design/flow/run.sh <==
#!/bin/bash
# OpenROAD 26Q1-2900-gdf79404cd8, Yosys 0.63+post, stock flow scripts
make -C /OpenROAD-flow-scripts/flow DESIGN_CONFIG=/design/flow/config.mk WORK_HOME=/design/flow/orfs finish
==> /design/flow/config.mk <==
export PLATFORM = sky130hd
export DESIGN_NAME = Mux_2to1
export DESIGN_NICKNAME = Mux_2to1
export VERILOG_FILES = /design/flow/design.v
export SDC_FILE = /design/flow/constraint.sdc
export NUM_CORES = 4
export LEC_CHECK = 1
export CORE_AREA = 10 10 71 71
export DIE_AREA = 0 0 81 81
==> /design/flow/constraint.sdc <==
current_design Mux_2to1

set clk_period 1.0
set clk_io_pct 0.2

create_clock -name clk0 -period $clk_period

set non_clock_inputs [all_inputs -no_clocks]
set_input_delay [expr $clk_period * $clk_io_pct] -clock clk0 $non_clock_inputs
set_output_delay [expr $clk_period * $clk_io_pct] -clock clk0 [all_outputs]
==> CHANGELOG.md <==
### Changed

* VDD IR max at roughly 0.17 mV
* Post-DP HPWL at between 2000 and 2500 um
* RD Place Congestion at 0.832
* Ranking of synthesized cells by area: mux2_4, buf_12, mux2_2
* Distinct lib cells used at 4
* CP endpoint kind: primary output
* Die area at roughly 6600 sq um
* Post-Syn Area at 544 sq um
* # Cells Yosys at 36
* Num rows at 22
* Port Buf Inserts at 97
* Die Ht at around 81 um
* Vias in the first global route at 764
* Most instantiated logic cell after routing: dlygate4sd2_1
* Tcrit/Tclk final at 1.18
* DRT Pass-1 Iters at 2
* Flip-flops at 0
* Status: finished, violations left
* Yosys top cell area share at 0.828
* Pwr Total at 0.624 mW
* Antenna Cells at 0
* Clkbuf count at 0
* Post-Layout Cell Count at 187
* Core box area at about 3600 sq um
* Failing checks: setup timing
* Die X-Extent at approximately 81 um
* Final tally of max-slew violations at 0
* Worst EP arrival at 0.98 ns
* Post-synthesis cell count at 36
* Worst Slack Setup Final at -0.179 ns
* Wirelength per Cell at 15.4 um
* Io pins at 97
* Worst slew pin tran at 0.0870 ns
* Max Freq at approximately 0.85 GHz
* Flop area at 0 sq um
* Sequential element share of the synthesized area at 0
* DRC at 0
* DRT iter0 DRCs at 3
* Rel. slew slack at 0.942
* DRT antenna net count at 0
* Share of layout cells above drive strength 1 at 0.540
* All-Layer GR Usage at 0.0779
* Lkg Pwr at 0.872 nW
* Area leader, netlist: mux2_4
* Required @ worst endpoint at 0.80 ns
* Hold Violations, Final at 0
* Yosys chip area at 544 sq um
* Initial antenna violation count at 0
* Via density at 3.82
* Routed vias at a little over 700
* First-pass GRT wire length at 4140 um
* Dominant logic cell types in the final layout: dlygate4sd2_1, mux2_4, buf_6
* RSZ-0062 raised after global routing: true
* Hold crit path type: input port to primary output
* Max_cap viols at 0
* # hold bufs at CTS at 0
* Congestion Overflow GR at 0
* Clock period minus worst slack at between 1 and 1.5 ns
* Fp util at 0.150
* CP max FO at 6
* OpenROAD warnings at 34
* Power Density at 392 nW/um^2
* CP Launch Type: input port
* Total Routed Length at between 2000 and 3000 um
* YS warnings at 0
* Final setup fails at 32
* Setup CP Type: input port to primary output
* Layout filler cell count at 357
* Placed Instances at 179
* Layout area overhead at 192%
* Largest net degree at the start of global routing at 11
* Syn Area/Cell at 15.1 sq um
where the power goes:
group          internal [mW]  switching [mW]  total [mW]
Combinational          0.487           0.137       0.624
Clock                      0               0           0
Sequential                 0               0           0
Total                  0.487           0.137       0.624
worst paths after layout:
path | start | to | depth (start not counted)
worst min-delay path | in1[29] | out[29] | 3
worst max-delay path | sel | out[4] | 5
routing by layer:
metal,global-route usage,vias up,wire length (um)
li1,-,345,-
met1,0.0903,320,1080
met2,0.143,50,1450
met3,0.0278,0,350
met4,0,0,0
met5,0,-,0
worst max-delay path, stage by stage:
cell    delay, ns
buf_12       0.12
buf_12       0.13
buf_12       0.12
mux2_4       0.29
buf_6        0.11
area by class of cell:
cell class                 instances  area, sq um  area share
multi-input combinational         32          477       0.300
timing repair buffer             107         1050       0.662
tap                               48         60.1      0.0378
synthesized netlist by cell type, drive strengths merged:
cell	n
mux2	32
buf	4
what timing repair did:
action                                  in CTS  in global routing
gates resized                              171                 10
setup buffers                                5                  1
endpoints found under the setup margin      32                 32
cloned                                       2                  0
kinds of logic after synthesis:
kind of cell | count (synthesis) | share of synthesized area
buf+inv | 4 | 0.131
mux | 32 | 0.869
metrics by stage:
| stage | setup WS [ns] | setup TNS, ns | hold slack (ns) | cell area, sq um | util |
|---|---|---|---|---|---|
| 2_1_floorplan | 0.0669 | 0 | 0.498 | 544 | - |
| 3_3_place_gp | -0.504 | -15.61 | 1.17 | 1540 | 0.424 |
| 3_5_place_dp | -0.512 | -15.81 | 1.19 | 1540 | 0.424 |
| 4_1_cts | -0.181 | -3.62 | 0.751 | 1540 | 0.423 |
| 5_1_grt | -0.196 | -3.86 | 0.717 | 1590 | 0.438 |
| 6_report | -0.179 | -3.30 | 0.691 | 1590 | 0.438 |
Power and IR drop assume default switching activity.
